==> flow/config.mk <==
export PLATFORM = sky130hd
export DESIGN_NAME = data_mem
export DESIGN_NICKNAME = data_mem
export VERILOG_FILES = /design/flow/design.v
export SDC_FILE = /design/flow/constraint.sdc
export NUM_CORES = 4
export LEC_CHECK = 1
export CORE_UTILIZATION = 40
==> flow/constraint.sdc <==
current_design data_mem

set clk_period 7.2
set clk_io_pct 0.2

create_clock -name clk0 -period $clk_period [get_ports {clk}]

set non_clock_inputs [all_inputs -no_clocks]
set_input_delay [expr $clk_period * $clk_io_pct] -clock clk0 $non_clock_inputs
set_output_delay [expr $clk_period * $clk_io_pct] -clock clk0 [all_outputs]
==> flow/run.sh <==
#!/bin/bash
# OpenROAD 26Q1-2900-gdf79404cd8, Yosys 0.63+post, stock flow scripts
make -C /OpenROAD-flow-scripts/flow DESIGN_CONFIG=/design/flow/config.mk WORK_HOME=/design/flow/orfs finish
==> flow/design.v <==
`timescale 1ns / 1ps
module data_mem(clk, we, data_DM, add_DM, out_DM);
input clk;
input we;
input [31:0] data_DM;
input [11:0] add_DM;
output [31:0] out_DM;
reg [31:0] out_DM;
reg [31:0] mem [31:0];
always@(posedge clk)
begin
	if (we == 1) begin
	mem[add_DM] = data_DM;   
	end
	else if (we == 0) begin
	out_DM = mem[add_DM];   
	end
end
endmodule
`timescale 1ns / 1ps
module data_mem_tb();
reg clk;
reg we;
reg [31:0] data_DM;
reg [11:0] add_DM;
wire [31:0] out_DM;
data_mem d (.clk(clk), .we(we), .data_DM(data_DM), .add_DM(add_DM), .out_DM(out_DM));
initial
begin
	clk <= 0;
	we <= 0;
	data_DM <= 32'h00000000;
	add_DM <= 12'h000;
end
always #5 clk = ~clk;
always #60 add_DM = add_DM + 12'h001;
initial 
begin
	#5 we <= 1;
	#5 data_DM <= 32'h0d1f;
	#40 we <= 0;
	#40 we <= 1;
	#5 data_DM <= 32'h1000;
	#40 we <= 0;
end
endmodule
==> flow_summary_export.csv <==
group,metric,value,unit
synth,ys_async_sr_fraction,0,%
floorplan,floorplan.core_util,40.64,%
route,dr.pass1.iters,5,
clocking,cts_resized,0,
clocking,postCtsSetupRepairBufs,0,
final_timing,fin_setup_tns,0,ns
synth,top_cells_by_count,"1056 x edfxtp_1, 327 x nand3_1, 139 x a22oi_1",
floorplan,placementRows,115,
clocking,hold_buffers,0,
synth,netlist_instances,2418,
route,via_per_inst,6.502,
route,remaining_drc_errors,0,
final_layout,final_util,47.29,%
power,p_per_area,276.4,nW/um^2
synth,most_common_cell,"edfxtp_1",
route,drtAntennaViolNets,0,
final_timing,finalCritPeriodShare,66.57,%
synth,yosysCellCount,2418,
worst_setup_path,worst_path_max_delay_cell,"a2111oi_0",
final_timing,rsz0062_at_grt,"no",
final_timing,period_minus_slack,4.793,ns
final_timing,worstMarginPinSlew,1.113,ns
synth,ys_warn_count,2,
final_timing,slew_viol_final,0,
synth,top_area_share,78.82,%
synth,ys_types,70,
final_timing,relSlewSlack,25.20,%
synth,netlist_top_cells_area,"edfxtp_1 79%, nand3_1 4.1%, a22oi_1 2.6%",
clocking,cts_buffers,106,
power,p_leak,15.09,nW
route,wl_per_cell,37.63,um
final_layout,drive_above_1_share,15.36,%
floorplan,dieArea,101800,um^2
placed_design,port-buffer-count,70,
worst_setup_path,cp-end-kind,"register",
final_timing,skew,0.02857,ns
synth,edf_count,1056,
global_route,grt_usage,32.37,%
final_timing,hold_viol_final,0,
synth,ys_seq_share,78.82,%
synth,ys_ff,1056,
synth,ys_chip_area,40230,um^2
flow_run,drv_cap,0,
global_route,grt_pass1_vias,27520,
worst_setup_path,cp.arrival,5.18,ns
global_route,grt_max_degree,48,
placed_design,place_congestion,0.9606,
floorplan,core_area,98990,um^2
clocking,htreeDepth,3,
clocking,clk-insertion-delay-late,0.68,ns
floorplan,die_x,319.1,um
clocking,cts_tree,"done",
final_layout,fill_cells,8085,
global_route,grt_overflow,0,
route,vias,25890,
worst_setup_path,path_cells,"buf_4, buf_4, nor3b_2, buf_4, buf_4, and3_1, a2111oi_0, nand4_1, o32a_1",
worst_setup_path,worstPathRequired,7.59,ns
route,drt_iter0_drc,1843,
synth,synth-main-ff-cell,"edfxtp_1",
worst_setup_path,max_stage_delay,0.83,ns
clocking,cts.clk_slew.worst_paths,0.06,ns
final_timing,max_freq,208.6,MHz
final_timing,setup_viol,0,
clocking,clock-sinks,1056,
placed_design,place_area,43480,um^2
power,fin_total_pwr,0.01294,W
power,peakVddDrop,241.0,uV
global_route,antenna_found_initial,8,
worst_hold_path,hold_class,"reg -> reg",
worst_setup_path,crit_path_start_kind,"input pin",
floorplan,die_y,319.1,um
final_layout,area_growth,16.37,%
route,drt_wl_total,149800,um
worst_setup_path,path_class,"in -> reg",
placed_design,hpwlAfterDp,84770,um
synth,yosysTopAreaCell,"edfxtp_1",
synth,synthesis.area,40230,um^2
global_route,grt_first_pass_wirelength,207200,um
clocking,cts-root-buf,"clkbuf_16",
worst_setup_path,path_common_cell,"buf_4",
flow_run,warnings,33,
clocking,clock_path_buffers,3,
worst_setup_path,cp_max_fo,37,
floorplan,ios,78,
run_status,outcome,"completed",
synth,synth.avg_cell_area,16.64,um^2
final_layout,fin_area,46820,um^2
-- sequential cells by signal, summed over array words and instances (netlist names) --
| name | count |
|---|---|
| mem | 1024 |
| out_DM | 32 |
-- layout make-up --
cell class                 count  area (um^2)  share of cell area, %
multi-input combinational   1188         8094                  17.29
antenna                        6        15.01                0.03207
inverter                       7        26.28                0.05612
tap                         1287         1610                  3.440
sequential                  1056        31710                  67.73
timing repair buffer         248         2037                  4.351
clock buffer                 131         2810                  6.002
clock inverter                59        514.2                  1.098
-- routing by layer --
layer	routed length, um	track usage [%]	vias to the layer above
met5	751	6.809	-
met3	33890	32.45	529
met2	63210	42.72	2627
li1	-	-	10340
met1	42160	31.98	12360
met4	9829	15.80	35
-- worst paths after layout --
path	cells past startpoint	start	slack [ns]	end
worst max-delay path	9	add_DM[3]	2.41	out_DM[21]
worst min-delay path	1	mem[0][31]	0.57	out_DM[31]
worst max register to register	5	mem[24][12]	4.90	out_DM[12]
worst min register to register	1	mem[0][31]	0.57	out_DM[31]
-- report_power, final --
group	total, W	switching [W]	internal, W	leakage, nW
clock	0.00533	0.00226	0.00307	1.61
combinational	0.000716	0.000521	0.000195	3.93
sequential	0.00690	0.0000239	0.00687	9.55
-- placed cells by master, fill, tap and decap left out, types with 28 or more instances in the layout --
cell type	netlist	routed
nand3_1	327	327
clkinv_1	1	28
a22o_1	32	32
clkdlybuf4s50_1	0	65
buf_4	4	182
mux2i_1	50	50
a22oi_1	139	139
and3_1	81	80
nand4_1	109	109
nor2_1	70	43
edfxtp_1	1056	1056
clkbuf_16	0	109
-- worst max-delay path, delay by kind of cell --
| family | cells | cell delay [ns] |
|---|---|---|
| simple gates | 3 | 0.56 |
| buf+inv | 4 | 1.69 |
| compound gates | 2 | 1.29 |
-- stage by stage --
step | hold WS (ns) | std cells | worst slack [ns]
after floorplan | 0.5158 | 2418 | 1.871
after global placement | 0.5577 | 3786 | 2.013
after detailed placement | 0.5597 | 3786 | 1.994
after CTS | 0.5772 | 3976 | 2.666
after global routing | 0.5929 | 3978 | 2.361
final | 0.5720 | 3982 | 2.407
-- cells by family after synthesis --
group                  share of synthesized area (%)
muxes                                          1.757
buffers and inverters                          1.962
AOI/OAI and AO/OA                              7.013
DFF                                            78.82
and+or+nand+nor                                10.44
Power is estimated from default activity; no workload was simulated.
